[design/flow/constraint.sdc]
current_design multiplier_3bit

set clk_period 1.6
set clk_io_pct 0.2

create_clock -name clk0 -period $clk_period

set non_clock_inputs [all_inputs -no_clocks]
set_input_delay [expr $clk_period * $clk_io_pct] -clock clk0 $non_clock_inputs
set_output_delay [expr $clk_period * $clk_io_pct] -clock clk0 [all_outputs]
[design/flow/design.v]
`timescale 1ns / 1ps
module half_adder(a, b, sum, carry);
 input a,b;
 output sum, carry;
    assign sum = a ^ b;
    assign carry = a & b;
endmodule
module full_adder(a, b, cin, sum, cout);
 input a, b, cin;
 output sum, cout;
    assign sum = a ^ b ^ cin;
    assign cout = (a & b) | (b & cin) | (a & cin);
endmodule
module multiplier_3bit(a, b, P);
 input [2:0] a;
 input [2:0] b;
 output [5:0]P;
 wire x1, x2, x3, x4, x5, x6, x7, x8;
 wire c1, c2, c3, c4, c5, c6;
 wire s1, s2, s3, s4, s5, s6;
    assign P[0]= a[0] & b[0];
    assign x1 = a[1] & b[0];
    assign x2 = a[2] & b[0];
    assign x3 = a[0] & b[1];
    assign x4 = a[1] & b[1];
    assign x5 = a[2] & b[1];
    assign x6 = a[0] & b[2];
    assign x7 = a[1] & b[2];
    assign x8 = a[2] & b[2];
    half_adder ha1(x1, x3, s1, c1);
    assign P[1] = s1;
    full_adder fa1(x2, x4, c1, s2, c2);
    half_adder ha2(x6, s2, s3, c3);
    assign P[2] = s3;
    half_adder ha3(x5, c2, s4, c4);
    full_adder fa2(x7, s4, c3, s5, c5);
    assign P[3] =s5;
    full_adder fa3(x8, c4, c5, s6, c6);
    assign P[4] = s6;
    assign P[5] = c6;
endmodule
[design/flow/run.sh]
#!/bin/bash
# OpenROAD 26Q1-2900-gdf79404cd8, Yosys 0.63+post, stock flow scripts
make -C /OpenROAD-flow-scripts/flow DESIGN_CONFIG=/design/flow/config.mk WORK_HOME=/design/flow/orfs finish
[design/flow/config.mk]
export PLATFORM = sky130hd
export DESIGN_NAME = multiplier_3bit
export DESIGN_NICKNAME = multiplier_3bit
export VERILOG_FILES = /design/flow/design.v
export SDC_FILE = /design/flow/constraint.sdc
export NUM_CORES = 4
export LEC_CHECK = 1
export CORE_AREA = 10 10 70 70
export DIE_AREA = 0 0 80 80
==> GITHUB_STEP_SUMMARY <==
## PnR job results

| Metric | Value |
|---|---|
| RSZ-0062 raised after global routing | true |
| Overflow after GRT | 0 |
| Die Span X | 80 um |
| Failing checks | setup timing |
| Largest net degree at the start of global routing | 4 |
| Share of layout cells above drive strength 1 | 0.575 |
| Routability Congestion | 0.618 |
| Final Cycle Share | 1.68 |
| CP max stage cell | fa_2 |
| Final wirelength | 627 um |
| Crit end category | primary output |
| Final setup vio count | 4 |
| Final hold violations | 0 |
| Dpl hpwl | 582 um |
| Top cell by count, worst path | inv_2 |
| Buf/Inv on CP | 6 |
| F_max | roughly 370 MHz |
| Die Ht | about 80 um |
| Pre-CTS WS | -1.82 ns |
| Slowest stage delay, CP | 0.52 ns |
| Count of tool warnings | 35 |
| PortBufs | 12 |
| Leakage | 0.000190 uW |
| Non-Filler Instances | 86 |
| Layout Cell Area excl Fill | 417 sq um |
| Average size of a mapped cell | approximately 7.4 sq um |
| Max cap viols | 0 |
| Core area | ~3400 sq um |
| Max Slew Vio Count | 0 |
| Crit path time final | 2.68 ns |
| Register Area | 0 sq um |
| Chip area | 6400 sq um |
| DR vias/cell | 2.16 |
| Placed Area | roughly 420 sq um |
| Initial antenna violation count | 0 |
| Area Overhead vs Synth | 93.6% |
| Wire length per cell | 7.29 um |
| Clock buffers | 0 |
| Vias in the first global route | roughly 220 |
| Top Family by Delay on Critical Path | adder cells |
| Seq/Total Area, Yosys | 0 |
| Setup tns final | -2.99 ns |
| Chip area in the Yosys report | 215 sq um |
| Maximum fanout along the worst path | 2 |
| P per Cell Area | 224 nW/um^2 |
| First-pass GRT wire length | approximately 1100 um |
| Required @ worst endpoint | roughly 1.3 ns |
| Distinct cells, synth | 6 |
| Outcome | finished with violations |
| Iteration-0 DRC Markers | 1 |
| I/O pin cnt | 12 |
| Ys cells | 29 |
| VDD IR max | 0.0000426 V |
| Core Rows | 21 |
| Critical path class | in -> out |
| Arr. time, crit path | 2.36 ns |
| Mapped Area | 215 sq um |
| Drt pass-1 iters | 2 |
| Setup ws final | -1.08 ns |
| Starting Density | 0.0630 |
| Hold Path Class | in -> out |
| Final Total Pwr | 93.4 uW |
| FF+latch count | 0 |
| Synth warn | 0 |
| Slew @ Worst Pin | 0.110 ns |
| Relative slew margins | 0.927 |
| Vias | 186 |
| GR Util All Layers | 0.0206 |
| DRC Markers | 0 |
| Antenna-violating nets left | 0 |
| CP Launch Type | input pin |
| ANT cells | 0 |
| Syn Inst Count | 29 |
| CP cell instances | buf_6 -> and2_4 -> ha_4 -> inv_2 -> fa_1 -> inv_2 -> ha_4 -> inv_2 -> fa_2 -> fa_2 -> inv_1 -> buf_2 |
| Placed Cells | 86 |
[cell families (layout without fill, tap and decap cells)]
group / after synthesis / count (layout) / share of synthesized area
buf+inv: 14 / 25 / 0.331
simple gates: 9 / 9 / 0.215
fa+ha+maj: 6 / 6 / 0.454
[placed cells by master, fill, tap and decap left out, drive strengths merged]
| cell | n |
|---|---|
| and2 | 5 |
| dlygate4sd2 | 1 |
| nand2 | 4 |
| buf | 12 |
| clkdlybuf4s50 | 2 |
| fa | 3 |
| clkdlybuf4s15 | 1 |
| inv | 9 |
| ha | 3 |
[timing repair]
action / 4_1_cts / 5_1_grt
cloned: 0 / 0
endpoints found under the setup margin: 6 / 4
resized: 35 / 5
pin swaps: 8 / 6
setup buffers: 0 / 0
hold buffers: 0 / 0
[final cells by class]
cell class,instances,area [sq um]
Tap cell,46,57.6
Fill cell,403,3000
Multi-Input combinational cell,15,181
Timing Repair Buffer,16,144
Inverter,9,33.8
[path summary, 6_finish.rpt]
path	start	endpoint	slack, ns	cells after the start
setup / recovery	b[1]	P[4]	-1.08	12
hold / removal	a[0]	P[2]	1.09	4
[cell usage after synthesis]
| cell type | n | area [sq um] |
|---|---|---|
| inv_1 | 9 | 33.8 |
| fa_1 | 3 | 60.1 |
| and2_1 | 5 | 31.3 |
| buf_4 | 5 | 37.5 |
| ha_1 | 3 | 37.5 |
| nand2_1 | 4 | 15.0 |
[tightest hold or removal path, stage by stage]
cell and delay (ns):
buf_6 0.07, and2_1 0.16, ha_4 0.14, buf_6 0.07
[report_power, final]
part	total [uW]	switching, uW	internal, uW
registers	0	0	0
clock network	0	0	0
logic	93.4	33.5	59.9
[routing by layer]
layer  global-route usage  wire (um)
met1               0.0273        295
met2               0.0281        227
met3               0.0148        103
met4                    0          0
met5                    0          0
[metrics by stage]
stage	hold slack, ns	util
after floorplan	0.712	-
after global placement	1.69	0.122
after detailed placement	1.67	0.122
after CTS	1.08	0.118
after global routing	1.12	0.122
final	1.09	0.122
Power figures rest on the tool's default switching activity, not on a simulated workload.
